==> design.v <==
`timescale 1ns / 1ps
module ImmGen ( InstCode , ImmOut );
input [31:0] InstCode ;
output reg [31:0] ImmOut ;
always @ ( InstCode )
begin
case ( InstCode [6:0])
7'b0000011 :
ImmOut = { InstCode [31]? {20{1'b1 }}:20'b0 , InstCode [31:20]};
7'b0010011:
ImmOut = { InstCode [31]? {20{1'b1 }}:20'b0 , InstCode [31:20]};
7'b0100011 :
ImmOut = { InstCode [31]? {20{1'b1 }}:20'b0 , InstCode [31:25] ,
InstCode [11:7]};
7'b0010111 :
ImmOut = { InstCode [31:12] , 12'b0 };
default :
ImmOut = {32'b0 };
endcase
end
endmodule
==> run.sh <==
#!/bin/bash
# OpenROAD 26Q1-2900-gdf79404cd8, Yosys 0.63+post, stock flow scripts
make -C /OpenROAD-flow-scripts/flow DESIGN_CONFIG=/design/flow/config.mk WORK_HOME=/design/flow/orfs finish
==> config.mk <==
export PLATFORM = sky130hd
export DESIGN_NAME = ImmGen
export DESIGN_NICKNAME = ImmGen
export VERILOG_FILES = /design/flow/design.v
export SDC_FILE = /design/flow/constraint.sdc
export NUM_CORES = 4
export LEC_CHECK = 1
export CORE_AREA = 10 10 70 70
export DIE_AREA = 0 0 80 80
==> constraint.sdc <==
current_design ImmGen

set clk_period 7.0
set clk_io_pct 0.2

create_clock -name clk0 -period $clk_period

set non_clock_inputs [all_inputs -no_clocks]
set_input_delay [expr $clk_period * $clk_io_pct] -clock clk0 $non_clock_inputs
set_output_delay [expr $clk_period * $clk_io_pct] -clock clk0 [all_outputs]
==> run notes <==
- **run status** finished, final reports clean
- **global routing usage summed across all routing layers** 6.88%
- **Clock Power Share** 0%
- **worst-margin pin slew** 0.668 ns
- **power spent charging and discharging nets** 12.2 µW
- **I/O pin cnt** 64
- **P per Cell Area** 31.4 nW/µm²
- **Synth logic family** simple AND/OR/NAND/NOR gates
- **global route total overflow** 0
- **Mapped Area** 447 µm²
- **maximum fanout along the worst path** 20
- **count of buffers from port buffering** 64
- **fp_density** 13.1%
- **overall via count from detail_route** 703
- **detailed-router iteration count before antenna repair** 4
- **data required time of the worst path** 5.60 ns
- **count of sequential standard cells** 0
- **Vert. Die Dim** 80 µm
- **type of the worst min-delay path** primary input to output port
- **sequential group share of total power** 0%
- **top cells, area** sky130_fd_sc_hd__a21oi_2, sky130_fd_sc_hd__nand2_1, sky130_fd_sc_hd__a21oi_1
- **warnings from Yosys** 1
- **Final TNS setup** 0 ns
- **Simple-Gate Fraction of Synth Area** 53.2%
- **overall die width** 80 µm
- **Final min period** 4.89 ns
- **internal cell power** 23.0 µW
- **first-pass GRT wire length** 3.68 mm
- **final number of setup-violating endpoints** 0
- **last weighted congestion value of the routability-driven placer** 0.792
- **startpoint kind of the worst setup timing path** primary input
- **Routed WL** 2.37 mm
- **share of cells above drive strength 1** 10.4%
- **area share of and-or/or-and cells after synthesis** 39.8%
- **diodes inserted** 0
- **total count of max-transition violations in the final report** 0
- **unrepaired setup endpoints after global routing** no
- **leakage power** 0.000349 µW
- **power share of the combinational group** 100.0%
- **Arr. time, crit path** 3.49 ns
- **number of post-CTS setup repair buffers** 0
- **part of the cycle the worst path needs** 69.9%
- **yosys xor share** 0%
- **sw frac** 34.7%
- **tally of unique sky130hd cells used after synthesis** 17
- **Remaining DRCs** 0
- **tool warnings** 32
- **portion of netlist area occupied by mux cells** 0%
- **kind of end point of the critical path** output port
- **number of placement rows** 21
- **post-synthesis cell count from yosys** 74
- **count of hold buffers inserted by post-cts repair** 0
- **largest net degree at the start of global routing** 23
- **area of the core region** 3420 µm²
- **starting DRC count in detailed routing** 18
- **Max Cap Viol** 0
- **Setup Crit Path Kind** primary input to output port
- **worst-case headroom to the max-slew limit** 55.4%
- **cells after synthesis** 74
- **via count of the first global-routing pass** 735
- **largest area contributor in the synthesized netlist** sky130_fd_sc_hd__a21oi_2
- **Adder Share, Synth** 0%
- **Post-Layout Inst Area** 1120 µm²
- **average via count per standard cell** 3.91
- **part of the Yosys area used for sequential elements** 0%
- **cts repair resizes** 0
- **area growth from synthesis to final layout** 151%
- **detailed-placement wirelength estimate** 1.97 mm
- **top-area cell type share of the netlist area** 19.6%
- **Avg Cell Area, Syn** 6.04 µm²
- **total die size** 6400 µm²
- **final-layout clock buffer total** 0
- **post-synthesis chip area from yosys** 447 µm²
- **initial antenna violation count** 0
- **maximum clock frequency** 204 MHz
- **worst IR drop on VDD** 14.9 µV
- **area after detailed placement** 1120 µm²
- **register cell area after layout** 0 µm²
- **number of hold violations in the final report** 0
- **Antenna Nets Post-Route** 0
- **Routed wire per std cell** 13.2 µm
==> path summary, 6_finish.rpt <==
path | startpoint | endpoint | slack (ns) | cells after the start
worst max-delay path | InstCode[5] | ImmOut[22] | 2.11 | 5
worst min-delay path | InstCode[18] | ImmOut[18] | 3.71 | 4
==> per-layer routing <==
layer	vias to the layer above	global-route usage [%]	share of wire, %
met4	0	0	0
met1	285	9.29	44
met3	0	4.66	21
met5	-	0	0
met2	49	9.31	36
li1	369	-	-
==> kinds of logic (layout without fill, tap and decap cells) <==
logic type             after synthesis  in the layout
and+or+nand+nor                     44             44
AOI/OAI and AO/OA                   25             25
buffers and inverters                5             65
==> stage by stage <==
| stage | hold slack [ns] | util, % | std cells | total power, µW | worst slack [ns] |
|---|---|---|---|---|---|
| after floorplan | 2.87 | - | 74 | 10.6 | 3.57 |
| after global placement | 3.73 | 32.8 | 180 | 35.3 | 2.08 |
| after detailed placement | 3.72 | 32.8 | 180 | 35.6 | 2.05 |
| after CTS | 3.73 | 32.8 | 180 | 35.8 | 2.05 |
| after global routing | 3.75 | 32.8 | 180 | 38.4 | 1.88 |
| final | 3.71 | 32.8 | 180 | 35.2 | 2.11 |
==> synth_stat cells (all sizes together) <==
cell type,n
nand3b,1
nor2b,2
clkbuf,2
a21oi,24
buf,3
a211oi,1
and2b,5
nand2,20
and2,7
and4bb,1
nor2,6
nor3b,1
or3,1
==> worst max-delay path, cell delays in order <==
cell	delay (ns)
sky130_fd_sc_hd__clkdlybuf4s50_1	0.54
sky130_fd_sc_hd__and4bb_1	0.76
sky130_fd_sc_hd__nand2_1	0.15
sky130_fd_sc_hd__a21oi_2	0.16
sky130_fd_sc_hd__clkdlybuf4s50_1	0.48
==> cells in the final DEF (no fill, tap or decap), types with 2 or more instances in the layout <==
cell                              count
sky130_fd_sc_hd__and2b_1              5
sky130_fd_sc_hd__a21oi_1             14
sky130_fd_sc_hd__nor2_1               6
sky130_fd_sc_hd__nor2b_1              2
sky130_fd_sc_hd__nand2_1             19
sky130_fd_sc_hd__and2_1               7
sky130_fd_sc_hd__a21oi_2             10
sky130_fd_sc_hd__clkdlybuf4s50_1     64
==> final cells by class <==
type / instances / area [µm²]
Fill cell: 372 / 2290
Tap cell: 46 / 57.6
Multi-Input combinational cell: 69 / 415
Timing Repair Buffer: 65 / 648
==> power by group through the flow <==
stage	Sequential, µW	Combinational (µW)	Clock, µW
4_1_cts	0	35.8	0
5_1_grt	0	38.4	0
6_report	0	35.2	0
Power figures rest on the tool's default switching activity, not on a simulated workload.
