==> flow/design.v <==
`timescale 1ns / 1ps
module ALU(
    input [31:0] A_in, B_in,         
    input [3:0] ALU_Sel,             
    output [31:0] ALU_Out,           
    output reg Carry_Out,            
    output Zero,                     
    output reg Overflow = 1'b0       
);
    reg [31:0] ALU_Result;
    reg [32:0] temp;
    reg [32:0] twos_com;
    assign ALU_Out = ALU_Result;        
    assign Zero = (ALU_Result == 0);    
    always @(*) begin
        Overflow = 1'b0;
        Carry_Out = 1'b0;
        case(ALU_Sel)
            4'b0000:  
                ALU_Result = A_in & B_in;
            4'b0001:  
                ALU_Result = A_in | B_in;
            4'b0010: begin  
                ALU_Result = $signed(A_in) + $signed(B_in);
                temp = {1'b0, A_in} + {1'b0, B_in};
                Carry_Out = temp[32];
                if ((A_in[31] & B_in[31] & ~ALU_Result[31]) ||
                    (~A_in[31] & ~B_in[31] & ALU_Result[31]))
                    Overflow = 1'b1;
            end
            4'b0110: begin  
                ALU_Result = $signed(A_in) - $signed(B_in);
                twos_com = ~B_in + 1'b1;
                if ((A_in[31] & twos_com[31] & ~ALU_Result[31]) ||
                    (~A_in[31] & ~twos_com[31] & ALU_Result[31]))
                    Overflow = 1'b1;
            end
            4'b0111:  
                ALU_Result = ($signed(A_in) < $signed(B_in)) ? 32'd1 : 32'd0;
            4'b1100:  
                ALU_Result = ~(A_in | B_in);
            4'b1111:  
                ALU_Result = (A_in == B_in) ? 32'd1 : 32'd0;
            default:  
                ALU_Result = A_in + B_in;
        endcase
    end
endmodule
==> flow/run.sh <==
#!/bin/bash
# OpenROAD 26Q1-2900-gdf79404cd8, Yosys 0.63+post, stock flow scripts
make -C /OpenROAD-flow-scripts/flow DESIGN_CONFIG=/design/flow/config.mk WORK_HOME=/design/flow/orfs finish
==> flow/config.mk <==
export PLATFORM = sky130hd
export DESIGN_NAME = ALU
export DESIGN_NICKNAME = ALU
export VERILOG_FILES = /design/flow/design.v
export SDC_FILE = /design/flow/constraint.sdc
export NUM_CORES = 4
export LEC_CHECK = 1
export CORE_UTILIZATION = 40
==> flow/constraint.sdc <==
current_design ALU

set clk_period 11.5
set clk_io_pct 0.2

create_clock -name clk0 -period $clk_period

set non_clock_inputs [all_inputs -no_clocks]
set_input_delay [expr $clk_period * $clk_io_pct] -clock clk0 $non_clock_inputs
set_output_delay [expr $clk_period * $clk_io_pct] -clock clk0 [all_outputs]
==> metrics.yaml <==
end_kind: "output port"
cp.arrival_ps: 7610
layout.cells.non_filler: 1183
min_path_type: "in2out"
setup_tns_ps: 0
routedWlPerCell_um: 22.80
nFillCells: 1584
first_pass_iters: 7
die_area_um2: 15920
synthToLayoutAreaGrowth_pct: 17.42
area_leaders: "ha_1, a21oi_1, inv_1"
rsz0062_at_grt: "no"
io_pins: 103
ys_warn_count: 1
gr-usage-met1_pct: 46.03
die_y_um: 126.2
worst_pin_slew_ps: 906.0
via_per_inst: 6.595
syn_area_per_cell_um2: 6.493
setup_viol: 0
powerDensity_nw_per_um2: 56.02
ys_cells: 950
initial_core_util_pct: 40.73
log.warning_count: 96
die_w_um: 126.2
synth_cell_types: 77
p_leak_nw: 3.054
antenna_found_initial: 0
ys_seq_share_pct: 0
total_power_mw: 0.4057
row_count: 45
peakVddDrop_mv: 0.02069
use_met3_pct: 3.766
drc_errors: 0
flops: 0
cts-resized-gates: 0
fin_crit_sh_pct: 86.17
timing.fmax_ghz: 0.1009
top_cell_area_share_pct: 19.47
path_max_fanout: 23
drv_cap: 0
drtIter0Drc: 830
cp-start-kind: "input pin"
grt_pass1_wl_mm: 41.37
grt_use_total_pct: 33.87
synth_chip_area_um2: 6168
top_usage_layer: "met2"
post_cts_buffers: 0
ant_nets: 0
grt_pass1_vias: 7144
post-route-min-period_ps: 9910
grt_overflow: 0
syn_inst: 950
outcome: "completed"
core-area_um2: 15150
port_buffers: 103
yosysMostFrequentCell: "ha_1"
dp_cells: 1183
dpl.hpwl_mm: 21.26
cp.required_ps: 9200
vias: 7802
critPathKind: "in2out"
use_met2_pct: 53.85
diodes: 0
netlist_area_um2: 6168
wl_mm: 26.98
cts_hold_buf: 0
flop_area_um2: 0
max-slew-margin-rel_pct: 39.04
grt_max_degree: 34
drv_slew: 0
whs_ps: 5776
nClkBuffers: 0
hold_violations: 0
top_area_cell: "ha_1"
synthTopCellsByCount: "ha_1, inv_1, a21oi_1, nor2_1, nand2_1"
drive_gt1_share_pct: 3.920
gp_congestion: 1.021
final_core_util_pct: 47.82
[through the flow]
stage	instance area, um2	setup WS, ps
4_1_cts	7243	1620
5_1_grt	7243	1321
2_1_floorplan	6168	3665
6_report	7243	1590
3_5_place_dp	7243	1656
3_3_place_gp	7243	1789
[placed cells by master (no fill, tap or decap), drive strengths merged, types with 16 or more instances in the layout]
master,count
clkdlybuf4s50,102
inv,97
ha,96
a21oi,75
nor2,75
nand2,70
o21ai,59
o22ai,28
a22oi,26
nor4,22
nand3,21
a21o,20
nand4,18
nor3,18
o221ai,16
[path summary, 6_finish.rpt]
kind  depth (start not counted)           to       start  slack [ps]
max                          13         Zero  ALU_Sel[1]        1590
min                           5  ALU_Out[11]  ALU_Sel[0]        5780
[power breakdown]
part           total [mW]  internal [mW]  switching (mW)  leakage (nW)
sequential              0              0               0             0
combinational       0.406          0.169           0.236          3.05
clock                   0              0               0             0
total               0.406          0.169           0.236          3.05
[layout make-up]
cell class / count / area [um2] / share of cell area (%)
inverter: 97 / 364.1 / 5.027
tap: 188 / 235.2 / 3.248
multi-input combinational: 786 / 5550 / 76.63
timing repair buffer: 112 / 1094 / 15.10
[cells by family (layout without fill, tap and decap cells)]
family / Yosys count / count (layout) / share of synthesized area [%]
compound gates: 374 / 374 / 42.07
xor+xnor: 10 / 10 / 1.420
fa+ha+maj: 98 / 98 / 20.12
buf+inv: 164 / 209 / 10.24
mux: 8 / 8 / 1.298
simple gates: 296 / 296 / 24.85
[layer usage]
layer  vias up  share of wire, %
met2       459                45
met4         0               5.0
li1       3665                 -
met5         -                 0
met1      3604                42
met3        74               8.7
[worst max-delay path: stages]
cell and delay (ps):
clkdlybuf4s50_1 850, inv_2 440, or4_1 780, o221ai_1 220
a22o_1 230, or4_1 530, or3_1 330, nor4_1 280
nand4_1 190, nor4_1 290, or4b_1 530, nor3_2 160
clkdlybuf4s50_1 470
Power figures rest on the tool's default switching activity, not on a simulated workload.
